`./design.v`:
```
module HA(s, c, x, y);
input x, y;
output s, c;
xor (s, x, y);
and (c, x, y);
endmodule
module FA(s, Carry_out, x, y, Carry_in);
input x, y, Carry_in;
output s, Carry_out;
wire s1, c1, c2;
HA HA_1(.s(s1), .c(c1), .x(x), .y(y));
HA HA_2(.s(s), .c(c2), .x(Carry_in), .y(s1));
or (Carry_out, c1, c2);
endmodule
module RCA(s, Carry_out, x, y, Carry_in);
input  [7:0] x, y;
output [7:0] s;
input  Carry_in;
output Carry_out;
wire [6:0]c;
FA FA_0(.s(s[0]), .Carry_out(c[0]), .x(x[0]), .y(y[0]), .Carry_in(Carry_in));
FA FA_1(.s(s[1]), .Carry_out(c[1]), .x(x[1]), .y(y[1]), .Carry_in(c[0]));
FA FA_2(.s(s[2]), .Carry_out(c[2]), .x(x[2]), .y(y[2]), .Carry_in(c[1]));
FA FA_3(.s(s[3]), .Carry_out(c[3]), .x(x[3]), .y(y[3]), .Carry_in(c[2]));
FA FA_4(.s(s[4]), .Carry_out(c[4]), .x(x[4]), .y(y[4]), .Carry_in(c[3]));
FA FA_5(.s(s[5]), .Carry_out(c[5]), .x(x[5]), .y(y[5]), .Carry_in(c[4]));
FA FA_6(.s(s[6]), .Carry_out(c[6]), .x(x[6]), .y(y[6]), .Carry_in(c[5]));
FA FA_7(.s(s[7]), .Carry_out(Carry_out), .x(x[7]), .y(y[7]), .Carry_in(c[6]));
endmodule
```
`./run.sh`:
```
#!/bin/bash
# OpenROAD 26Q1-2900-gdf79404cd8, Yosys 0.63+post, stock flow scripts
make -C /OpenROAD-flow-scripts/flow DESIGN_CONFIG=/design/flow/config.mk WORK_HOME=/design/flow/orfs finish
```
`./config.mk`:
```
export PLATFORM = sky130hd
export DESIGN_NAME = RCA
export DESIGN_NICKNAME = RCA
export VERILOG_FILES = /design/flow/design.v
export SDC_FILE = /design/flow/constraint.sdc
export NUM_CORES = 4
export LEC_CHECK = 1
export CORE_AREA = 10 10 70 70
export DIE_AREA = 0 0 80 80
```
`./constraint.sdc`:
```
current_design RCA

set clk_period 7.7
set clk_io_pct 0.2

create_clock -name clk0 -period $clk_period

set non_clock_inputs [all_inputs -no_clocks]
set_input_delay [expr $clk_period * $clk_io_pct] -clock clk0 $non_clock_inputs
set_output_delay [expr $clk_period * $clk_io_pct] -clock clk0 [all_outputs]
```
==> reports/metrics.csv <==
stage,metric,value,unit
run,OpenROAD warnings,32,
final_layout,MI comb area,160,um2
worst_setup_path,max incr delay on CP,0.45,ns
worst_setup_path,Critical Path Start Type,input pin,
sta,Final Setup Violations,0,
global_route,GRT Max-Usage Layer,met1,
drt,Pre-antenna DRT Iters,1,
drt,Ant. Diodes,0,
drt,DR DRC count,0,
drt,WL/cell,8.40,um
drt,Iter 0 DRT Violations,0,
synthesis,top cells by area,"fa_1 (64%), buf_4 (24%), inv_1 (12%)",
place,Buffers on Ports,26,
sta,fin crit share,91.6,%
synthesis,top cells by count,"buf_4 (8), fa_1 (8), inv_1 (8)",
floorplanning,Rows,21,
run_status,outcome,"finished, final reports clean",
power_and_ir_drop,Leak Pwr,0.203,nW
floorplanning,Starting Density,7.33,%
worst_setup_path,crit path capture type,output port,
drt,Post-DRT Antenna Nets,0,
sta,unrepaired setup endpoints after global routing,false,
power_and_ir_drop,combinational share of power,100.0,%
global_route,met2 Use GR,2.17,%
synthesis,Synth Seq Share,0,%
synthesis,chip area in the Yosys report,250,um2
drt,Post-Route WL,739,um
clock_tree,hold_buf cts,0,
final_layout,area grow syn2layout,103,%
final_layout,Fill cells,395,
min_path,Worst Hold Class,input pin to output port,
synthesis,Syn Area/Cell,10.4,um2
power_and_ir_drop,internal power,0.0259,mW
floorplanning,Top Ports,26,
global_route,met1 Resource Use GR,3.13,%
power_and_ir_drop,Clock power frac,0,%
worst_setup_path,crit path DAT,5.52,ns
floorplanning,area of the core,3420,um2
final_layout,share of cells above drive strength 1,0,%
power_and_ir_drop,Pwr Density,69.2,nW/um2
synthesis,Area leader share,64.0,%
sta,Tmin final,7.06,ns
sta,Final Max Slew Viols,0,
worst_setup_path,Setup CP Type,input pin to output port,
drt,via count,213,
sta,Max-slew headroom,93.8,%
worst_setup_path,"most used cell, CP",fa_1,
global_route,number of global-route vias before repair,217,
drt,DR vias/cell,2.42,
worst_setup_path,Worst Path Max Fanout,1,
run,maxcap violations,0,
sta,final hold slack,4.14,ns
global_route,All-Layer GR Usage,2.06,%
final_layout,FF+latch count,0,
floorplanning,die span in x,80,um
sta,Post-Route Setup TNS,0,ns
final_layout,Flop area,0,um2
global_route,initial antenna violation count,0,
sta,final hold violations,0,
floorplanning,chip area,6400,um2
power_and_ir_drop,switching power,0.00920,mW
power_and_ir_drop,VDD IR max,0.0212,mV
clock_tree,PostCTS Resize Cnt,0,
clock_tree,setup bufs post-CTS,0,
sta,worst slew pin tran,0.0930,ns
sta,Achievable Freq,0.142,GHz
floorplanning,die y size,80,um
synthesis,ys cells,24,
final_layout,clk_buf instances,0,
power_and_ir_drop,Sw Share,26.2,%
worst_setup_path,Slowest cell on crit path,clkdlybuf4s50_1,
global_route,first-pass GRT wire length,1.04,mm
worst_setup_path,critical-path cell list,"clkdlybuf4s50_1, fa_1, fa_1, fa_1, fa_1, fa_1, fa_1, inv_1, fa_1, fa_1, inv_1, clkdlybuf4s50_1",
global_route,gr ovfl total,0,
synthesis,Yosys warning count,0,
worst_setup_path,CP Data Required Time,6.16,ns
synthesis,Cell Type Count,3,
global_route,GRT met3 Usage,1.70,%
place,Detail Placement HPWL,740,um
power_and_ir_drop,proportion of power drawn by flip-flops and latches,0,%
place,Final Wtd Congestion,0.798,
synthesis,Mapped Area,250,um2
synthesis,Synth area leader,fa_1,
global_route,largest net degree at the start of global routing,2,
synthesis,Cells after Synth,24,
==> cell usage in the layout (no fill, tap or decap) <==
| cell type | synthesis | layout |
|---|---|---|
| clkdlybuf4s50_1 | 0 | 26 |
| fa_1 | 8 | 8 |
| inv_1 | 8 | 8 |
==> metal layers <==
layer / vias to the layer above / part of all wire (%)
li1: 92 / -
met1: 96 / 48
met2: 25 / 23
met3: 0 / 28
met4: 0 / 0
met5: - / 0
==> worst max-delay path, delay by kind of cell <==
kind | cells | cell delay, ns
adders and majority gates | 8 | 2.95
buffers and inverters | 4 | 1.02
==> cells by family (layout without fill, tap and decap cells) <==
kind of cell               count (synthesis)  after routing  share of synthesized area (%)
adders and majority gates                  8              8                           64.0
buffers and inverters                     16             34                           36.0
==> through the flow <==
| stage | area [um2] | util [%] | setup WS, ns | cells | total power [mW] |
|---|---|---|---|---|---|
| 6_report | 508 | 14.9 | 0.644 | 88 | 0.0351 |
| 5_1_grt | 508 | 14.9 | 0.447 | 88 | 0.0390 |
| 4_1_cts | 508 | 14.9 | 0.596 | 88 | 0.0366 |
| 3_5_place_dp | 508 | 14.9 | 0.611 | 88 | 0.0364 |
| 3_3_place_gp | 508 | 14.9 | 0.635 | 88 | 0.0363 |
| 2_1_floorplan | 250 | - | 1.56 | 24 | 0.0171 |
==> power by group through the flow <==
| stage | Sequential, mW | Combinational (mW) | Clock [mW] |
|---|---|---|---|
| after CTS | 0 | 0.0366 | 0 |
| after global routing | 0 | 0.0390 | 0 |
| final | 0 | 0.0351 | 0 |
==> worst paths after layout <==
| check | start | end | slack [ns] | cells past startpoint |
|---|---|---|---|---|
| max | y[0] | s[7] | 0.64 | 12 |
| min | x[7] | Carry_out | 4.14 | 5 |
==> final cells by class <==
cell class	count	share of cell area (%)
inverter	8	5.91
multi-input combinational	8	31.5
timing repair buffer	26	51.2
tap	46	11.3
Power and IR drop assume default switching activity.
