==> flow/design.v <==
module LZ77_Encoder(clk,reset,chardata,valid,encode,finish,offset,match_len,char_nxt);
input 				clk;
input 				reset;
input 		[7:0] 	chardata;
output reg 			valid;
output  			encode;
output reg 			finish;
output reg 	[3:0] 	offset;
output reg 	[2:0] 	match_len;
output reg 	[7:0] 	char_nxt;
reg			[2:0]	current_state, next_state;
reg			[11:0]	counter;
reg			[3:0]	search_index;
reg			[2:0]	lookahead_index;
reg			[3:0]	str_buffer	[2047:0];
reg			[3:0]	search_buffer	[8:0];
wire				equal	[7:0];
wire		[11:0]	current_encode_len;
wire		[2:0]	curr_lookahead_index;
wire		[3:0]	match_char [6:0];
parameter [2:0] IN=3'b000, ENCODE_NOT_MATCH=3'b001, ENCODE_MATCH=3'b010, ENCODE_OUT=3'b011, SHIFT_ENCODE=3'b100;
integer i;
assign	encode = 1'b1;
assign	match_char[0] = search_buffer[search_index];
assign	match_char[1] = (search_index >= 1) ? search_buffer[search_index-1] : str_buffer[search_index];
assign	match_char[2] = (search_index >= 2) ? search_buffer[search_index-2] : str_buffer[1-search_index];
assign	match_char[3] = (search_index >= 3) ? search_buffer[search_index-3] : str_buffer[2-search_index];
assign	match_char[4] = (search_index >= 4) ? search_buffer[search_index-4] : str_buffer[3-search_index];
assign	match_char[5] = (search_index >= 5) ? search_buffer[search_index-5] : str_buffer[4-search_index];
assign	match_char[6] = (search_index >= 6) ? search_buffer[search_index-6] : str_buffer[5-search_index];
assign	equal[0] = (search_index <= 8) ? (match_char[0]==str_buffer[0]) ? 1'b1 : 1'b0 : 1'b0;
assign	equal[1] = (search_index <= 8) ? (match_char[1]==str_buffer[1]) ? equal[0] : 1'b0 : 1'b0;
assign	equal[2] = (search_index <= 8) ? (match_char[2]==str_buffer[2]) ? equal[1] : 1'b0 : 1'b0;
assign	equal[3] = (search_index <= 8) ? (match_char[3]==str_buffer[3]) ? equal[2] : 1'b0 : 1'b0;
assign	equal[4] = (search_index <= 8) ? (match_char[4]==str_buffer[4]) ? equal[3] : 1'b0 : 1'b0;
assign	equal[5] = (search_index <= 8) ? (match_char[5]==str_buffer[5]) ? equal[4] : 1'b0 : 1'b0;
assign	equal[6] = (search_index <= 8) ? (match_char[6]==str_buffer[6]) ? equal[5] : 1'b0 : 1'b0;
assign	equal[7] = 1'b0;
assign	current_encode_len = counter+match_len+1;
assign	curr_lookahead_index = lookahead_index+1;
always @(posedge clk or posedge reset)
begin
	if(reset)
	begin
		current_state <= IN;
		counter <= 12'd0;
		search_index <= 4'd0;
		lookahead_index <= 3'd0;
		valid <= 1'b0;
		finish <= 1'b0;
		offset <= 4'd0;
		match_len <= 3'd0;
		char_nxt <= 8'd0;
		search_buffer[0] <= 4'd0;
		search_buffer[1] <= 4'd0;
		search_buffer[2] <= 4'd0;
		search_buffer[3] <= 4'd0;
		search_buffer[4] <= 4'd0;
		search_buffer[5] <= 4'd0;
		search_buffer[6] <= 4'd0;
		search_buffer[7] <= 4'd0;
		search_buffer[8] <= 4'd0;
	end
	else
	begin
		current_state <= next_state;
		case(current_state)
			IN:
			begin
				str_buffer[counter] <= chardata[3:0];
				counter <= (counter==2047) ? 0 : counter+1;
			end
			ENCODE_NOT_MATCH:
			begin
				search_index 	<= (search_index==15) ? 0 : search_index-1;
			end
			ENCODE_MATCH:
			begin
				char_nxt 		<=  (equal[match_len] == 1) ? str_buffer[curr_lookahead_index] : char_nxt;
				match_len 		<= (equal[match_len] == 1) ? match_len+1 : match_len;
				offset 			<= (equal[match_len] == 1) ? search_index :offset ;
				lookahead_index <=  curr_lookahead_index ;
			end
			ENCODE_OUT:
			begin
				valid <= 1;
				char_nxt <= (current_encode_len==2049) ? 8'h24 : (match_len==0) ? str_buffer[0] : char_nxt;
				counter <= current_encode_len;
			end
			SHIFT_ENCODE:
			begin
				finish <= (counter==2049) ? 1 : 0;
				offset <= 0;
				valid <= 0;
				match_len <= 0;
				search_index <= 8;
				lookahead_index <= (lookahead_index==0) ? 0 : lookahead_index-1;
				search_buffer[8] <= search_buffer[7];
				search_buffer[7] <= search_buffer[6];
				search_buffer[6] <= search_buffer[5];
				search_buffer[5] <= search_buffer[4];
				search_buffer[4] <= search_buffer[3];
				search_buffer[3] <= search_buffer[2];
				search_buffer[2] <= search_buffer[1];
				search_buffer[1] <= search_buffer[0];
				search_buffer[0] <= str_buffer[0];
				for (i=0; i<2047; i=i+1) begin
					str_buffer[i] <= str_buffer[i+1];
				end
			end
		endcase
	end
end
always @(*)
begin
	case(current_state)
		IN:
		begin
			next_state = (counter==2047) ? ENCODE_NOT_MATCH : IN;
		end
		ENCODE_NOT_MATCH:
		begin
			next_state = (search_index == 15 || match_len == 7) ? ENCODE_OUT : ((equal[match_len]==1) ? ENCODE_MATCH : ENCODE_NOT_MATCH);
		end
		ENCODE_MATCH:
		begin
			next_state = (equal[match_len]==1 && search_index < counter && current_encode_len <= 2048) ? ENCODE_MATCH : ENCODE_NOT_MATCH;
		end
		ENCODE_OUT:
		begin
			next_state = SHIFT_ENCODE;
		end
		SHIFT_ENCODE:
		begin
			next_state = (lookahead_index==0) ? ENCODE_NOT_MATCH : SHIFT_ENCODE;
		end
		default:
		begin
			next_state = IN;
		end
	endcase
end
endmodule
==> flow/run.sh <==
#!/bin/bash
# OpenROAD 26Q1-2900-gdf79404cd8, Yosys 0.63+post, stock flow scripts
make -C /OpenROAD-flow-scripts/flow DESIGN_CONFIG=/design/flow/config.mk WORK_HOME=/design/flow/orfs finish
==> flow/config.mk <==
export PLATFORM = sky130hd
export DESIGN_NAME = LZ77_Encoder
export DESIGN_NICKNAME = LZ77_Encoder
export VERILOG_FILES = /design/flow/design.v
export SDC_FILE = /design/flow/constraint.sdc
export NUM_CORES = 4
export LEC_CHECK = 1
export CORE_UTILIZATION = 50
==> flow/constraint.sdc <==
current_design LZ77_Encoder

set clk_period 266.2
set clk_io_pct 0.2

create_clock -name clk0 -period $clk_period [get_ports {clk}]

set non_clock_inputs [all_inputs -no_clocks]
set_input_delay [expr $clk_period * $clk_io_pct] -clock clk0 $non_clock_inputs
set_output_delay [expr $clk_period * $clk_io_pct] -clock clk0 [all_outputs]
==> metrics.yaml <==
run_status:
  status: "finished clean"
drt:
  drc: 0
  routed_wl_mm: 902
  drtAntennaViolNets: 0
  initialDrtViolationCount: 16600
  dr_total_vias: 233000
  viasPerCell: 5.52
  drtPass1Iterations: 8
  wire_per_inst_um: 21.4
logic_synthesis:
  synth_dominant_cell_count: "nand2_1"
  yosys-stat-area_sq_mm: 0.350
  ff_type: "edfxtp_1"
  common_cells: "18600 x nand2_1, 8192 x edfxtp_1, 2520 x clkbuf_1"
  avgSynthCellArea_sq_um: 10.5
  edf_count: 8192
  numSynthFlops: 8266
  yosys_warnings: 3
  top_cell_area_share_pct: 70.3
  ys_types: 107
  top_area_cell: "edfxtp_1"
  yosys-top-cells-area: "edfxtp_1 70%, nand2_1 20%, a21oi_1 3.1%, clkbuf_1 2.7%, dfrtp_1 0.52%"
  yosysSeqAreaShare_pct: 70.9
  synthesis.area_sq_mm: 0.350
  ys_cells: 33400
  synth-async-reset-ratio_pct: 0.895
  synth_cells: 33400
hold_path:
  hp-class: "register to register"
floorplanning:
  boundaryPins: 28
  die_h_um: 838
  die_w_um: 838
  fp_util_pct: 50.3
  chipArea_sq_mm: 0.703
  core_area_sq_mm: 0.696
  num_rows: 306
power_and_ir_drop:
  power_density_mw_per_mm2: 6.83
  p_leak_uw: 0.136
  finalPower_uw: 2620
  vdd_drop_max_mv: 0.00860
global_route:
  grt_usage_pct: 28.4
  grt_max_degree: 193
  globalRoute.totalOverflow: 0
  grt_pass1_wl_mm: 1390
  first_global_vias: 239000
  antenna_found_initial: 29
finish:
  drive_gt1_share_pct: 6.02
  nFillCells: 57800
  area_delta_synth_final_pct: 9.59
  finalNonFillerCells: 42200
  fin_util_pct: 55.1
final_timing:
  setup_viol: 0
  max_slew.worst_pin.slew_ns: 1.15
  tns_ns: 0
  period_needed_ns: 58.75
  fin_skew_ns: 0.0950
  slew_headroom_pct: 23.0
  fmax_mhz: 17.0
  timing.final.crit_share_pct: 22.1
  maxSlewViolCount: 0
  hold_viol_final: 0
  rsz0062_at_grt: "false"
setup_path:
  arrival_ns: 59.58
  crit_type: "input port to register"
  endpoint_kind: "register"
  critical_path_required_ns: 267.03
  worstSetupStartpointType: "input port"
  path_max_fanout: 52
cts:
  root_buffer: "clkbuf_16"
  cts_tree: "built"
  cts_setup_buffers: 0
  cts_buffers: 840
  h-tree-depth: 6
  cts_max_path_buffers: 4
  holdBufCountCts: 0
  path_clk_slew_ns: 0.06
  cts_resized: 0
  worstSkewPairLatency_ns: 1.21
  cts.sink_count: 8266
placed_design:
  place.port_buffers: 19
  placed_cells: 40600
  place_hpwl_mm: 522
  place.gp.congestion: 0.974
run:
  maxCapViolations: 0
  log.warning_count: 122
-- sequential cells by signal (all words and copies together), names as in the netlist --
register         cells
char_nxt             5
counter             12
current_state        5
finish               1
lookahead_index      3
match_len            3
offset               4
search_buffer       36
search_index         4
str_buffer        8192
valid                1
-- path summary, 6_finish.rpt --
path	start	to	slack [ns]	cells after the start
hold reg to reg	str_buffer[1042][3]$_DFFE_PP_	str_buffer[1041][3]$_DFFE_PP_	0.46	2
setup reg to reg	current_state[1]$_DFF_PP0_	str_buffer[107][0]$_DFFE_PP_	257.96	12
max in group asynchronous	reset	current_state[1]$_DFF_PP0_	212.23	4
hold / removal	str_buffer[1042][3]$_DFFE_PP_	str_buffer[1041][3]$_DFFE_PP_	0.46	2
setup / recovery	reset	str_buffer[1852][0]$_DFFE_PP_	207.45	12
min in group asynchronous	reset	counter[11]$_DFFE_PP0P_	52.82	3
-- cells in the final DEF (no fill, tap or decap), types with 33 or more instances in the layout --
cell type,instances
nand2_1,18600
o21ai_0,123
a22oi_1,51
clkbuf_1,220
bufinv_16,53
clkinv_2,140
ha_1,33
edfxtp_1,8192
nand4_1,34
nand3_1,108
clkinv_1,215
nor3_1,46
a21oi_1,2159
dfrtp_1,68
mux2_2,62
o22ai_1,33
buf_4,673
mux2i_1,82
nor2_1,357
inv_1,41
clkbuf_16,847
a221oi_1,34
-- power by group --
group	internal, uW	switching (uW)	total [uW]
clock	637	496	1130
sequential	1430	0	1430
combinational	12.3	43.0	55.4
total	2080	539	2620
-- logic make-up after synthesis --
group | count (synthesis) | synth area share [%]
AND/OR/NAND/NOR | 19400 | 21.1
flip-flops | 8266 | 70.9
buffers and inverters | 2824 | 3.10
AND-OR/OR-AND | 2702 | 4.26
multiplexers | 148 | 0.460
XOR/XNOR | 48 | 0.127
adder cells (fa/ha/maj) | 37 | 0.135
other | 2 | 0.00215
-- critical path, cell delays in order --
cell             delay [ns]
clkdlybuf4s50_1        0.55
clkinv_2               0.20
o21ai_4                0.28
buf_4                  0.77
buf_4                  0.64
buf_4                  0.57
buf_4                  0.52
buf_4                  0.68
buf_4                  0.57
buf_4                  0.54
buf_4                  0.61
a21oi_1                0.24
-- per-stage QoR --
stage / instance area (sq um) / worst slack (ns) / hold WS (ns)
after floorplan: 350000 / 209.80 / 0.437
after global placement: 357000 / 206.45 / 0.490
after detailed placement: 357000 / 206.46 / 0.493
after CTS: 383000 / 207.71 / 0.447
after global routing: 383000 / 207.25 / 0.488
final: 383000 / 207.45 / 0.460
-- metal layers --
metal  wire length, um  vias up  GRT usage (%)
met5               657        -          0.495
met4             25300       50           6.32
met3            122000     1501           15.6
met2            396000    10700           38.8
met1            358000   112000           44.8
li1                  -   108000              -
-- layout make-up --
type | instances | area (sq um) | share of cell area (%)
Multi-Input combinational cell | 22300 | 91400 | 23.8
Clock buffer | 1067 | 22000 | 5.75
Clock inverter | 482 | 4380 | 1.14
Antenna cell | 26 | 65.1 | 0.0170
Sequential cell | 8266 | 248000 | 64.7
Inverter | 47 | 178 | 0.0464
Tap cell | 9240 | 11600 | 3.02
Timing Repair Buffer | 724 | 5880 | 1.53
Power is estimated from default activity; no workload was simulated.
