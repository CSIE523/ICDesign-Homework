## flow/config.mk

```make
export PLATFORM = sky130hd
export DESIGN_NAME = LZ77_Decoder
export DESIGN_NICKNAME = LZ77_Decoder
export VERILOG_FILES = /design/flow/design.v
export SDC_FILE = /design/flow/constraint.sdc
export NUM_CORES = 4
export LEC_CHECK = 1
export CORE_UTILIZATION = 40
```

## flow/constraint.sdc

```tcl
current_design LZ77_Decoder

set clk_period 3.9
set clk_io_pct 0.2

create_clock -name clk0 -period $clk_period [get_ports {clk}]

set non_clock_inputs [all_inputs -no_clocks]
set_input_delay [expr $clk_period * $clk_io_pct] -clock clk0 $non_clock_inputs
set_output_delay [expr $clk_period * $clk_io_pct] -clock clk0 [all_outputs]
```

## flow/design.v

```verilog
module LZ77_Decoder(clk,reset,code_pos,code_len,chardata,encode,finish,char_nxt);
input 				clk;
input 				reset;
input 		[3:0] 	code_pos;
input 		[2:0] 	code_len;
input 		[7:0] 	chardata;
output  			encode;
output  			finish;
output 		[7:0] 	char_nxt;
reg [7:0]search_buf[0:9];
reg [3:0]counter;
integer i;
assign encode = 0;
assign finish = (search_buf[0] == 8'h24) ? 1'd1 : 0;
assign char_nxt = search_buf[0]; 
always@(posedge clk or posedge reset)begin
    if(reset)begin
		counter <= 4'd0;
		for(i=0;i<10;i=i+1)
			search_buf[i] <= 8'h0;
    end
    else begin
		if(code_pos == 0 && code_len == 0)
			search_buf[0] <= chardata;
		else if(counter == code_len)begin
			search_buf[0] <= chardata;
			counter <= 0;
		end
		else begin
			search_buf[0] <= search_buf[code_pos]; 
			counter <= counter + 4'd1;			
		end
		search_buf[1] <= search_buf[0];
		search_buf[2] <= search_buf[1];
		search_buf[3] <= search_buf[2];
		search_buf[4] <= search_buf[3];
		search_buf[5] <= search_buf[4];
		search_buf[6] <= search_buf[5];
		search_buf[7] <= search_buf[6];
		search_buf[8] <= search_buf[7];
        search_buf[9] <= search_buf[8];
	end
end
endmodule
```

## flow/run.sh

```bash
#!/bin/bash
# OpenROAD 26Q1-2900-gdf79404cd8, Yosys 0.63+post, stock flow scripts
make -C /OpenROAD-flow-scripts/flow DESIGN_CONFIG=/design/flow/config.mk WORK_HOME=/design/flow/orfs finish
```

==> metrics.yaml <==
outcome: "finished clean"
hold_class: "flop to flop"
tritoncts: "yes"
die_w_um: 93.2
power.leakage_nw: 1.58
slew_violations: 0
antenna_found_initial: 0
slew_headroom: 0.459
yosys-top-cells-area: "dfrtp_1 63%, o221ai_1 2.6%, a21oi_1 2.0%"
ys_seq_frac: 0.633
chip_area_um2: 8680
dp_hpwl_mm: 4.42
dominantRegCellSynth: "dfrtp_1"
grt_pass1_wl_mm: 11.3
crit_chain: "clkdlybuf4s50_1, inv_1, a211oi_1, a31oi_1, a2111oi_0, o21ai_0"
clockBufferDepth: 2
postRouteAntennaNets: 0
hold_path_depth: 0
top_cell_area_share: 0.633
drc: 0
period_needed_ns: 2.78
root_buffer: "clkbuf_8"
critical_path_class: "primary input to flop"
pre_cts_ws_ns: 0.770
lay_top_count: "dfrtp_1"
synth_top_cell_by_area: "dfrtp_1"
rrSetupSlack_ns: 2.09
dr_total_vias: 2166
worst_path_dominant_cell_family: "buffers and inverters"
start_kind: "primary input"
ys_cells: 261
rows: 32
worstReg2RegStart: "counter[2]"
crit_required_ns: 4.12
ys_seq_elements: 84
grt.overflow.total: 0
critPathCaptureType: "flop"
reg2reg_depth: 5
die.size.y_um: 93.2
holdPathEnd: "search_buf[8][4]"
period_used_share: 0.713
rsz0062_at_grt: "no"
clk_pin_slew_ns: 0.09
avgSynthCellArea_um2: 12.7
worst_pin_slew_ns: 0.809
clock-sinks: 84
synth-edff-count: 0
synth_cell_types: 54
core_area_um2: 7890
track_usage: 0.173
fmax_mhz: 359
tool_warnings: 25
first_pass_iters: 6
fillers: 689
htreeDepth: 3
grt_pass1_vias: 2191
slowest_stage: "clkdlybuf4s50_1"
via_per_inst: 5.47
fp_util: 0.421
post_cts_buffers: 0
drtIter0Drc: 145
cts_made_buffers: 9
routedWlPerCell_um: 16.4
finalHoldViolCount: 0
synthArstFlopShare: 1.00
pwr_density_cell_nw_per_um2: 714
hold_start: "search_buf[7][4]"
clk_latency_ns: 0.35
final_cell_mix: "84 x dfrtp_1, 25 x clkdlybuf4s50_1, 13 x o21ai_0, 13 x a21oi_1, 12 x nor2_1"
cts_resized: 0
peakVddDrop_v: 0.000347
synthCells: 261
yosysWarnings: 2
hold_buffers: 0
clock_skew_ns: 0.00808
critPathArrivalTime_ns: 3.00
worstReg2RegEnd: "search_buf[0][0]"
fin_tns_setup_ns: 0
finalSetupViolations: 0
max_stage_delay_ns: 1.00
diodes: 0
globalplace.congestion: 0.825
drive_above_1_share: 0.122
portBuffers: 25
crit_fanout: 20
drv_cap: 0
crit_buf_inv: 2
syn_area_um2: 3320
grt_max_degree: 36
wirelength_mm: 6.49
ys_chip_area_um2: 3320
worst-path-stages: 6
syn2layout_area_growth_pct: 16.4
pin_count: 27
worst_slack_ns: 1.12
[per-layer routing]
metal	global-route usage	part of all wire	routed length, um
met1	0.303	0.52	3350
met2	0.230	0.42	2710
met3	0.0471	0.051	328
met4	0.0256	0.016	104
met5	0	0	0
[through the flow]
stage | std cells | power (mW) | area (um2) | hold slack (ns) | utilization
final | 396 | 2.76 | 3870 | 0.372 | 0.490
after global routing | 396 | 2.94 | 3870 | 0.383 | 0.490
after CTS | 396 | 2.78 | 3870 | 0.374 | 0.490
after detailed placement | 380 | 2.09 | 3650 | 0.359 | 0.462
after global placement | 380 | 2.10 | 3650 | 0.356 | 0.462
after floorplan | 261 | 1.83 | 3320 | 0.346 | -
[layout make-up]
type	count	area, um2	area share
Clock buffer	9	124	0.0320
Clock inverter	7	98.8	0.0255
Inverter	4	16.3	0.00420
Multi-Input combinational cell	155	1070	0.278
Sequential cell	84	2100	0.543
Tap cell	102	128	0.0330
Timing Repair Buffer	35	325	0.0841
[power breakdown]
group | internal, mW | switching [mW]
clock network | 0.365 | 0.311
logic | 0.273 | 0.219
registers | 1.31 | 0.285
total | 1.95 | 0.815
[flip-flops by register name, summed over array words and instances, names as in the netlist]
| register | cells |
|---|---|
| counter | 4 |
| search_buf | 80 |
[worst reg2reg max path, stage by stage (launching register included)]
cell and delay, ns:
dfrtp_1 0.41, xor2_1 0.18, nor4_2 0.46, or2_1 0.34, o21ai_0 0.20, a21oi_2 0.16
[cell families after synthesis]
kind of cell	share of synthesized area
other	0.00113
AND-OR/OR-AND	0.183
buffers and inverters	0.0441
XOR/XNOR	0.0128
AND/OR/NAND/NOR	0.102
flip-flops	0.633
multiplexers	0.0211
adder cells (fa/ha/maj)	0.00376
[cells in the mapped netlist, drive strengths merged, types with 3 or more instances]
library cell   n
o21ai         18
a22oi          6
buf           15
nand3          3
mux2i          4
nor2b          7
nand2b         3
nor2          13
xor2           3
nand2         11
nor3b          3
a32o           3
a31oi          8
a211oi         4
a211o          3
o221ai        10
o22ai          5
dfrtp         84
a21oi         14
clkbuf         3
inv            4
[worst max path at each step]
stage	slack [ns]	from	end
CTS	1.15	code_pos[3]	search_buf[0][4]
global route	0.94	code_pos[3]	search_buf[0][4]
finish	1.12	code_pos[3]	search_buf[0][4]
No activity file was given, so power comes from the tool's default toggle rates.
